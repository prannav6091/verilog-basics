===== /design/flow/design.v =====
module n_bit_multiplier #(parameter N = 4)(
  input [N-1:0] a,
  input [N-1:0] b,
  output [(2*N)-1:0] product);
  assign {product} = a * b;
endmodule

===== /design/flow/run.sh =====
#!/bin/bash
# OpenROAD 26Q1-2900-gdf79404cd8, Yosys 0.63+post, stock flow scripts
make -C /OpenROAD-flow-scripts/flow DESIGN_CONFIG=/design/flow/config.mk WORK_HOME=/design/flow/orfs finish

===== /design/flow/config.mk =====
export PLATFORM = sky130hd
export DESIGN_NAME = n_bit_multiplier
export DESIGN_NICKNAME = n_bit_multiplier
export VERILOG_FILES = /design/flow/design.v
export SDC_FILE = /design/flow/constraint.sdc
export NUM_CORES = 4
export LEC_CHECK = 1
export CORE_AREA = 10 10 72 72
export DIE_AREA = 0 0 82 82

===== /design/flow/constraint.sdc =====
current_design n_bit_multiplier

set clk_period 3.5
set clk_io_pct 0.2

create_clock -name clk0 -period $clk_period

set non_clock_inputs [all_inputs -no_clocks]
set_input_delay [expr $clk_period * $clk_io_pct] -clock clk0 $non_clock_inputs
set_output_delay [expr $clk_period * $clk_io_pct] -clock clk0 [all_outputs]

==> changes_impl.md <==
## Flow update

* Final setup vio count at 3
* Synth warn at 0
* Count of final hold-check violations at 0
* WL final at 1207 microns
* Critical path arrival at 3.08 ns
* Average wire per cell in the routed design at 9.285 microns
* Placer Congestion at 0.7520
* Max VDD drop at 0.00003949 V
* Cell Type Count at 17
* Final Power at 137.6 uW
* Critical Path Source Type: input pin
* Status: complete, but fails checks
* Max-cap viol count at 0
* Largest net degree at the start of global routing at 5
* I/O Buffers at 16
* Die area at 6724 sq um
* Worst-Margin Slew at 0.1940 ns
* Die width at 82 microns
* Via density at 3.738
* Crit path max fanout at 2
* Cycle use final at 108.1%
* Vias in the first global route at 487
* RSZ-0062 raised after global routing: yes
* Number of antenna violations at the first check in global routing at 0
* Num ports at 16
* Power per standard cell area at 165.9 nW/um^2
* GR Overflow Total at 0
* Cell row count at 22
* Synth cell count leaders: 13 x and2_1, 12 x ha_1, 4 x fa_1
* Yosys stat chip area at 446.7 sq um
* Violated checks: negative setup slack
* Post-DP HPWL at 1038 microns
* Post-CTS Hold Fix Bufs at 0
* Vias at 486
* First-pass GRT wire length at 1945 microns
* Slew Limit Headroom at 87.01%
* Synth Seq Share at 0%
* Min Tclk post-route at 3.783 ns
* Clkbuf count at 0
* Initial Util at 12.11%
* All-layer global routing usage at 3.321%
* Layout cells sized above 1 at 46.34%
* Seq cells at 0
* Reg area at 0 sq um
* Final Slew Violations at 0
* Crit end category: primary output
* Stage-log warning count at 34
* Top-area cell share at 33.61%
* DRT iter0 DRCs at 24
* Final Worst Setup Slack at -0.2832 ns
* Post-synth area hogs: ha_1 34%, and2_1 18%, fa_1 18%
* Post-Syn Area per Cell at 8.758 sq um
* DRC errors left at 0
* Iteration count of the initial detailed-routing pass at 4
* CP Launch Point: b[1]
* HP Class: input pin to primary output
* DP Area at 757.0 sq um
* P_leak at 0.4134 nW
* Cells after Synth at 51
* Total negative slack at -0.6415 ns
* Area Overhead vs Synth at 85.71%
* Post-Syn Area at 446.7 sq um
* Hold Slack at 2.063 ns
* Die H at 82 microns
* Antenna viol nets, final at 0
* Ys cells at 51
* Most frequent cell after synthesis: and2_1
* Area leader, netlist: ha_1
* Core Area at 3689 sq um
* Final Cell Area at 829.5 sq um
* Required @ worst endpoint at 2.80 ns
* Setup WS pre-CTS at -1.171 ns
* N_diodes at 0
* Hold_sp: a[0]
* Kind of critical path: input pin to primary output
* Fmax at 264.3 MHz
-- cell usage in the layout, fill, tap and decap left out, types with 2 or more instances in the layout --
cell / instances
buf_4: 13
and2_1: 12
ha_1: 10
buf_2: 6
buf_6: 4
clkdlybuf4s50_1: 4
fa_1: 3
nand2_2: 2
inv_1: 2
a21oi_2: 2
xnor2_1: 2
nor2_1: 2
ha_4: 2
buf_8: 2
-- worst max-delay path: stages --
cell and delay, ns:
buf_8 0.08, nand2_4 0.04, fa_1 0.55, inv_2 0.04, fa_1 0.48, buf_6 0.14
ha_4 0.26, a211oi_2 0.07, or4b_1 0.52, o2111ai_2 0.09, buf_2 0.12
-- final cells by class --
| cell class | instances | area [sq um] |
|---|---|---|
| Fill cell | 405 | 2859 |
| Inverter | 3 | 11.26 |
| Multi-Input combinational cell | 48 | 496.7 |
| Tap cell | 48 | 60.06 |
| Timing Repair Buffer | 31 | 261.5 |
-- layer usage --
layer,wire [microns],share of wire (%),vias up,GRT usage [%]
met4,0,0,0,0
li1,-,-,241,-
met1,428,35,239,3.803
met3,61,5.1,0,0.4405
met2,717,59,6,6.661
met5,0,0,-,0
-- path summary, 6_finish.rpt --
path | end | slack, ns | depth (start not counted)
hold / removal | product[0] | 2.06 | 3
setup / recovery | product[7] | -0.28 | 11
-- report_power, final --
| part | leakage, nW | total (mW) | switching, mW | internal (mW) |
|---|---|---|---|---|
| clock | 0 | 0 | 0 | 0 |
| sequential | 0 | 0 | 0 | 0 |
| combinational | 0.413 | 0.138 | 0.0524 | 0.0852 |
-- cells by family (layout without fill, tap and decap cells) --
kind of cell	after synthesis	in the layout	share of synthesized area [%]
buffers and inverters	3	34	2.521
adder cells (fa/ha/maj)	16	16	51.54
XOR/XNOR	3	3	5.883
AND/OR/NAND/NOR	20	20	26.61
AND-OR/OR-AND	9	9	13.45
-- timing repair --
action	4_1_cts	5_1_grt
buffers inserted	2	1
cloned	0	0
setup endpoints to repair	5	4
pin swaps	15	10
resized	52	10
-- stage by stage --
stage / std cells / util (%)
floorplan: 51 / -
global placement: 127 / 20.52
detailed placement: 127 / 20.52
CTS: 129 / 21.78
global route: 130 / 22.49
finish: 130 / 22.49
No activity file was given, so power comes from the tool's default toggle rates.
