==> design/flow/design.v <==
module n_bit_comparator #(parameter N = 4) (
  input [N-1:0] a,
  input [N-1:0] b,
output equal,
output greater,
output lesser);
  assign equal = (a == b);
  assign greater = (a > b);
  assign lesser = (a < b);
endmodule
==> design/flow/run.sh <==
#!/bin/bash
# OpenROAD 26Q1-2900-gdf79404cd8, Yosys 0.63+post, stock flow scripts
make -C /OpenROAD-flow-scripts/flow DESIGN_CONFIG=/design/flow/config.mk WORK_HOME=/design/flow/orfs finish
==> design/flow/config.mk <==
export PLATFORM = sky130hd
export DESIGN_NAME = n_bit_comparator
export DESIGN_NICKNAME = n_bit_comparator
export VERILOG_FILES = /design/flow/design.v
export SDC_FILE = /design/flow/constraint.sdc
export NUM_CORES = 4
export LEC_CHECK = 1
export CORE_AREA = 10 10 70 70
export DIE_AREA = 0 0 80 80
==> design/flow/constraint.sdc <==
current_design n_bit_comparator

set clk_period 1.8
set clk_io_pct 0.2

create_clock -name clk0 -period $clk_period

set non_clock_inputs [all_inputs -no_clocks]
set_input_delay [expr $clk_period * $clk_io_pct] -clock clk0 $non_clock_inputs
set_output_delay [expr $clk_period * $clk_io_pct] -clock clk0 [all_outputs]
==> results.toml <==
# generated from flow reports
[routing]
maxUsedRoutingLayer = "met3"
met2_length_um = 234
dr.pass1.iters = 1
dr.first_iter.drc_count = 0
num_vias = 148
drt-met1-wl_um = 206
drtAntennaViolNets = 0
via_per_inst = 1.97
wirelength_um = 518
drc_errors = 0
avgRoutedWirePerCell_um = 6.91
wl_met3_um = 77

[sta]
fmax_mhz = 578
layout_setup_ws_ns = 0.0706
min_period_ns = 1.73
max-slew-margin-rel_pct = 90.4
maxSlewViolCount = 0
finalClockPeriodUsage_pct = 96.1
setup_violations = 0
grt_setup_unrepaired = "no"
worstMarginPinSlew_ns = 0.144
fin_hold_ws_ns = 1.38
finalHoldViolCount = 0

[min_path]
hp-class = "in -> out"

[critical_path]
start_kind = "input pin"
path_class = "in -> out"
worstPathMaxFanout = 2
endpoint_kind = "output pin"
worst_ep_required_time_ns = 1.44
arrival_ns = 1.37

[global_route]
grt_pass1_vias = 177
overflow = 0
grt_max_degree = 3
grt_pass1_wl_um = 828
antenna_found_initial = 1
grt_usage_pct = 1.59

[synth]
syn-cell-area_um2 = 129
yosysChipArea_um2 = 129
syn_inst = 16
ys_types = 9
ys_warn_count = 0
synth_seq_share_pct = 0
ys_cells = 16
syn_avg_cell_area_um2 = 8.05

[layout]
drive_above_1_share_pct = 46.4
syn_to_final_growth_pct = 148
lay_top_count = "dlygate4sd2_1"
fin_area_um2 = 319
flops = 0
utilization_pct = 9.34
nClkBuffers = 0
regArea_um2 = 0

[placement]
placed_area_um2 = 297
dp_slack_ns = -0.597
post-dp-hpwl_um = 461
place_congestion = 0.630
port_buffers = 11

[die]
die_w_um = 80
io_pins = 11
dieArea_um2 = 6400
num_rows = 21
die.size.y_um = 80
fp_util_pct = 3.77
core_um2 = 3420

[outcome]
status = "completed"

[run]
tool_warnings = 32
cap_violations = 0

[power]
ir_worst_vdd_mv = 0.0266
cellLeakagePower_nw = 0.138
p_per_area_nw_per_um2 = 203
[Yosys cell counts]
library cell  count  area share, %
nand2_1           2            5.8
a21oi_2           1            6.8
and2_1            1            4.9
ha_1              4             39
inv_1             4             12
nor2_1            1            2.9
a21oi_1           1            3.9
o21bai_4          1             15
nor2b_4           1             11
[per-stage QoR]
| stage | total power [mW] | cells | setup TNS, ns |
|---|---|---|---|
| after global routing | 0.0728 | 74 | 0 |
| after detailed placement | 0.0652 | 73 | -1.71 |
| after global placement | 0.0649 | 73 | -1.68 |
| after floorplan | 0.0281 | 16 | 0 |
| after CTS | 0.0658 | 74 | 0 |
| final | 0.0649 | 75 | 0 |
[cell type report]
cell class	count	area, um^2
fill	406	3100
multi-input combinational	12	148
timing repair buffer	12	96.3
tap	46	57.6
inverter	4	15.0
antenna	1	2.50
[logic make-up after synthesis]
group           share of synthesized area [%]
fa+ha+maj                                38.8
compound gates                           25.2
simple gates                             24.3
buf+inv                                  11.6
[layer usage]
layer	vias to the layer above	track usage (%)
met5	-	0
met4	0	0
met3	0	0.909
met2	7	2.73
met1	64	1.78
li1	77	-
[worst max-delay path, cell delays in order]
cell and delay (ns):
dlygate4sd2_1 0.26, ha_4 0.28, nand2_2 0.06, o21bai_4 0.17, and2_1 0.13, buf_2 0.11
[power by group]
group	switching [mW]	leakage (nW)	total, mW	internal, mW
registers	0	0	0	0
logic	0.0259	0.138	0.0649	0.0390
clock network	0	0.00000634	0.0000000742	0.0000000742
[what timing repair did]
item / CTS / global route
resized: 22 / 0
hold buffers: 0 / 0
setup endpoints to repair: 3 / 1
buffers inserted: 1 / 0
endpoints found under the hold margin: 0 / 0
pin swaps: 6 / 2
gates cloned: 0 / 0
[path summary, 6_finish.rpt]
kind              startpoint  cells after the start       to  slack (ns)
setup / recovery        a[3]                      6   lesser        0.07
hold / removal          a[2]                      5  greater        1.38
Power and IR drop assume default switching activity.
