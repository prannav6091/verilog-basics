## flow/design.v

```verilog
module traffic_light(
  input reset,
  input clk,
  output reg red,
  output reg yellow,
  output reg green
);
  reg [1:0] current_state, next_state;
  reg [4:0] count;
  parameter RED = 2'b00;
  parameter YELLOW = 2'b01;
  parameter GREEN = 2'b10;
  always @ (posedge clk or posedge reset) begin
    if (reset) begin
      current_state <= RED;
      count <= 0;
    end else if (count == 9) begin
      current_state <= next_state;
      count <= 0;
    end else begin
      count <= count + 1;
    end
  end
  always @ (*) begin
    case (current_state)
      RED: next_state = GREEN;
      GREEN: next_state = YELLOW;
      YELLOW: next_state = RED;
      default: next_state = RED;
    endcase
  end
  always @ (*) begin
    red    = (current_state == RED);
    yellow = (current_state == YELLOW);
    green  = (current_state == GREEN);
  end
endmodule
```

## flow/run.sh

```bash
#!/bin/bash
# OpenROAD 26Q1-2900-gdf79404cd8, Yosys 0.63+post, stock flow scripts
make -C /OpenROAD-flow-scripts/flow DESIGN_CONFIG=/design/flow/config.mk WORK_HOME=/design/flow/orfs finish
```

## flow/config.mk

```make
export PLATFORM = sky130hd
export DESIGN_NAME = traffic_light
export DESIGN_NICKNAME = traffic_light
export VERILOG_FILES = /design/flow/design.v
export SDC_FILE = /design/flow/constraint.sdc
export NUM_CORES = 4
export LEC_CHECK = 1
export CORE_AREA = 10 10 70 70
export DIE_AREA = 0 0 80 80
```

## flow/constraint.sdc

```tcl
current_design traffic_light

set clk_period 2.4
set clk_io_pct 0.2

create_clock -name clk0 -period $clk_period [get_ports {clk}]

set non_clock_inputs [all_inputs -no_clocks]
set_input_delay [expr $clk_period * $clk_io_pct] -clock clk0 $non_clock_inputs
set_output_delay [expr $clk_period * $clk_io_pct] -clock clk0 [all_outputs]
```

==> flow_metrics.env <==
# physical design summary
export IMPL_status="complete, no violations"
export IMPL_intPower_uw=200
export IMPL_crit_path_end="red"
export IMPL_gp_congestion=0.726
export IMPL_cp_arrival_ns=1.26
export IMPL_cts_tree="yes"
export IMPL_finalClockPeriodUsage=0.725
export IMPL_relSlewSlack=0.797
export IMPL_cp_num_buf_inv=1
export IMPL_p_sw_frac=0.196
export IMPL_drive_above_1_share=0.211
export IMPL_critPathCaptureType="output port"
export IMPL_ys_types=18
export IMPL_worstSkewPairLatency_ns=0.25
export IMPL_die_w_um=80
export IMPL_critPathTopFamily="flip-flops"
export IMPL_place_inst=80
export IMPL_cpMaxStageDelayCell="dfstp_2"
export IMPL_pre_cts_ws_ns=0.922
export IMPL_chipArea_um2=6400
export IMPL_grt_use_total=0.0224
export IMPL_n_antenna_cell=0
export IMPL_worstSetupStartpointType="register"
export IMPL_synth_seq_share=0.523
export IMPL_cap_violations=0
export IMPL_fmax_ghz=0.575
export IMPL_place_hpwl_um=469
export IMPL_fin_setup_tns_ns=0
export IMPL_avgSynthCellArea_um2=12.8
export IMPL_fp_dieH_um=80
export IMPL_postCtsSetupRepairBufs=0
export IMPL_grt_max_degree=9
export IMPL_wl_per_cell_um=7.46
export IMPL_cellLeakagePower_uw=0.000213
export IMPL_grt_pass1_wl_mm=1.17
export IMPL_netlist_area_um2=385
export IMPL_rsz0062_at_grt="no"
export IMPL_power_switching_uw=48.7
export IMPL_cp_max_fo=3
export IMPL_ys_cells=30
export IMPL_finClkSkew_ns=0.000384
export IMPL_core_util_floorplan=0.113
export IMPL_instances_no_fill=84
export IMPL_min_path_type="primary input to async pin"
export IMPL_worstMarginPinSlew_ns=0.305
export IMPL_area_delta_synth_final_pct=32.1
export IMPL_utilization=0.149
export IMPL_mostFrequentLayoutCells="7 x dfrtp_1, 4 x clkdlybuf4s50_1, 3 x mux2_4, 3 x clkbuf_4"
export IMPL_final_setup_viol_count=0
export IMPL_crit_chain="clkdlybuf4s50_1"
export IMPL_cts_resized_gates=0
export IMPL_numCtsBuffers=3
export IMPL_core_region_area_um2=3420
export IMPL_crit_reg2reg_launch="count[1]$_DFF_PP0_"
export IMPL_yosys_area_um2=385
export IMPL_grt_pass1_vias=259
export IMPL_combinationalPowerShare=0.017
export IMPL_clk_pin_slew_ns=0.05
export IMPL_cts_sinks=8
export IMPL_hold_viol_final=0
export IMPL_warnings=26
export IMPL_p_per_area_nw_per_um2=489
export IMPL_post_route_min_period_ns=1.74
export IMPL_vias_per_cell=2.81
export IMPL_htree_num_levels=1
export IMPL_cp_slowest_stage_delay_ns=0.54
export IMPL_postRouteAntennaNets=0
export IMPL_dr_pass1_iters=2
export IMPL_path_depth=1
export IMPL_r2r_slack_ns=1.02
export IMPL_drt_wl_total_um=627
export IMPL_yosys_warnings=1
export IMPL_first_iter_violations=3
export IMPL_layout_top_cell="dfrtp_1"
export IMPL_synth_seq_cells=8
export IMPL_ctsHoldBuffers=0
export IMPL_synth_cells=30
export IMPL_num_vias=236
export IMPL_cp_required_ns=1.92
export IMPL_drc=0
export IMPL_critical_path_class="register to output port"
export IMPL_p_seq_frac=0.543
export IMPL_rows=21
export IMPL_postLayoutSetupSlackWorst_ns=0.661
export IMPL_antenna_found_initial=0
export IMPL_grt_overflow=0
export IMPL_slew_viol_final=0
export IMPL_root_buffer="clkbuf_4"
export IMPL_io_pins=5
export IMPL_io_buffers=4
export IMPL_cts_buffer_depth=2
export IMPL_vdd_ir_drop_max_uv=240
export IMPL_reg2regPathDepth=4
export IMPL_p_clk_frac=0.441
[cells in the mapped netlist]
library cell	number	area, µm²
or2b_1	1	7.51
inv_1	2	7.51
and4bb_4	1	16.3
nand2_1	1	3.75
o221ai_1	1	8.76
o21ai_0	1	5.00
and2b_1	1	7.51
mux2_4	3	45.0
nand3_1	1	5.00
nand2b_1	2	12.5
and2_1	1	6.26
dfstp_2	1	26.3
ha_1	2	25.0
nand4b_1	1	8.76
and3b_1	1	8.76
dfrtp_1	7	175
xnor2_1	1	8.76
nor2_1	2	7.51
[cell families after synthesis]
logic type,synth area share
buffers and inverters,0.0195
AND/OR/NAND/NOR,0.218
XOR/XNOR,0.0227
AND-OR/OR-AND,0.0357
multiplexers,0.117
adder cells (fa/ha/maj),0.0649
flip-flops,0.523
[area by class of cell]
| cell class | count | area, µm² |
|---|---|---|
| clock buffers | 4 | 26.3 |
| inverters | 2 | 7.51 |
| fillers | 393 | 2910 |
| well taps | 46 | 57.6 |
| flip-flops and latches | 8 | 201 |
| repair buffers | 4 | 40.0 |
| multi-input cells | 20 | 176 |
[worst min path at each step]
stage / from / to / slack, ns / depth (start not counted)
after global routing: reset / async pin / 0.49 / 2
after CTS: reset / count[0]$_DFF_PP0_ / 0.48 / 2
final: reset / async pin / 0.47 / 2
[layer usage]
layer,GRT usage,part of all wire
met1,0.0277,0.46
met2,0.0305,0.47
met3,0.0159,0.073
met4,0.00528,0
met5,0,0
[power by group through the flow]
stage / combinational (µW) / sequential, µW / clock (µW)
CTS: 4.45 / 135 / 114
global route: 4.86 / 135 / 126
finish: 4.21 / 135 / 110
[per-stage QoR]
stage,instance area [µm²],power (µW),hold slack [ns]
CTS,509,254,0.479
global placement,483,142,0.493
global route,509,265,0.492
detailed placement,483,142,0.493
floorplan,385,139,0.295
finish,509,249,0.474
Power figures rest on the tool's default switching activity, not on a simulated workload.
